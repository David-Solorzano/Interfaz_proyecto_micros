[flow/run.sh]
#!/bin/bash
# OpenROAD 26Q1-2900-gdf79404cd8, Yosys 0.63+post, stock flow scripts
make -C /OpenROAD-flow-scripts/flow DESIGN_CONFIG=/design/flow/config.mk WORK_HOME=/design/flow/orfs finish
[flow/config.mk]
export PLATFORM = sky130hd
export DESIGN_NAME = Banco_Registros
export DESIGN_NICKNAME = Banco_Registros
export VERILOG_FILES = /design/flow/design.v
export SDC_FILE = /design/flow/constraint.sdc
export NUM_CORES = 4
export LEC_CHECK = 1
export CORE_UTILIZATION = 40
[flow/constraint.sdc]
current_design Banco_Registros

set clk_period 10.4
set clk_io_pct 0.2

create_clock -name clk0 -period $clk_period [get_ports {CLK}]

set non_clock_inputs [all_inputs -no_clocks]
set_input_delay [expr $clk_period * $clk_io_pct] -clock clk0 $non_clock_inputs
set_output_delay [expr $clk_period * $clk_io_pct] -clock clk0 [all_outputs]
[flow/design.v]
`timescale 1ns / 1ps
module Banco_Registros(
    input [4:0] A1, A2, A3, 
    input [31:0] WD3,
    input WE3, CLK, reset,
    output [31:0] RD1, RD2
    );
    reg [31:0] registros [31:0];
    assign RD1 = registros[A1];
    assign RD2 = registros[A2];
    integer i;
    always @(posedge(CLK))begin
        if(reset)begin
            for(i = 0; i < 32; i = i + 1)begin
            if(i==5)
                registros[i] = 32'hfffaf;
            else
                registros[i]= 32'b0;
            end
        end
        else begin
            if(WE3)
                registros[A3] <= WD3;
        end
    end
endmodule
==> COMMIT_EDITMSG <==
Add synthesis and place-and-route results

* Simple logic cell fraction of the synthesized area: ~16%
* Clock sink count: a little over 1000
- TNS Setup: 0 ns
- Setup repair after global routing missed its margin: false
* Max-slew headroom at the worst pin: a little under two fifths
* Initial Util: between 40% and 50%
* Final Max Tran Viols: 0
* Post-detailed-routing wire length: 194000 um
- After synthesis, the mean cell area works out to between 10 and 15 um^2.
* Remaining global-route overflow: 0
- Number of resized instances in the post-cts repair step: 0
- In the final layout, the registers with the most flip-flops are registros (1024).
* Met2 WL post-DR: slightly below 90000 um
- Top reg by flops: registros
- Worst setup path class: in2out
- In this run the full chip footprint comes out at around 140000 um^2.
* Routed met3 length: approximately 28000 um
- CTS added clock buffers totalling about 110.
* Crit share post-route: approximately three quarters
- Stage-log warning count: 26
- For this block, wires on met1 add up to roughly 70000 um.
- The OpenROAD report gives the critical path a data arrival time of roughly 5.7 ns.
- At the end of routability-driven placement, the weighted congestion stood at about 0.93.
* Placement-stage cell area: around 59000 um^2
- Flip-flop and latch count after synthesis: 1024
- For reference, XOR and XNOR gates occupy 0% of the area reported after synthesis.
* Cell Chain, Critical Path: clkdlybuf4s50_1 > nor2b_4 > buf_12 > a22o_1 > nor3_1 > a31oi_1 > nand3_1 > clkdlybuf4s50_1
- The synthesis run identifies the leading combinational cell family as multiplexers.
* Required time of the worst setup path: between 8 and 9 ns
- After routing the design area is just over 60000 um^2.
- Clock input transition at the sequential cells of the worst setup and hold paths: about 0.060 ns
* Gate count after technology mapping: roughly 4600
- After Yosys synthesis, AND-OR and OR-AND compound gates account for under 10% of the synthesized area.
- Worst setup path endpoint: RD2[20]
- The flow reports an fmax of approximately 0.13 GHz.
- Maximum level of the CTS H-tree: 3
* Yosys warning total: 1
- Together, buffers and inverters on the worst path number 3.
* Largest net degree at the start of global routing: roughly 95
- Clock tree from TritonCTS: done
- The most numerous cell type found on the critical path is sky130_fd_sc_hd__clkdlybuf4s50_1.
- Io pins: between 100 and 150
- Antenna violation net count after detailed routing: 0
- Note, the detailed placer reported a final HPWL of roughly 110000 um.
- The most critical setup path has its startpoint at A2[2].
* Top routing layer used: met4
- The clock period could shrink to 7.82 ns.
- According to the floorplan log, the row count is approximately 140.
* Share of layout cells above drive strength 1: between 8 and 9%
- STA classifies the critical path startpoint as an input port.
- Antenna violations before repair: 8
- Number of I/O port buffers: around 110
- Growth of design area from synthesis to finish: 11.4%
- Power density over the cells: about 160 nW/um^2
- Worst path depth: 8
* Arithmetic-cell share of the synthesized area counting full adders, half adders and majority gates: 0%
- Number of buffers inserted by hold repair at cts: 0
- The report counts max-capacitance violations totalling 0.
* Highest net fanout along the worst path: 77
- Peak per-stage delay on the critical path: about 0.66 ns
* Number of post-CTS setup repair buffers: 0
- CTS placed an instance of sky130_fd_sc_hd__clkbuf_16 at the clock tree root.
- Core ar.: between 100000 and 150000 um^2
* Leak pwr: roughly 24 nW
- The synthesized netlist has a Yosys-reported chip area of between 50000 and 60000 um^2.
- The mapped netlist covers between 50000 and 60000 um^2.
- The DRC violation total left in the routed layout is recorded as 0.
- Yosys mapped the design onto 25 distinct sky130hd cell types.
- Sequential fraction of the synthesis area: roughly 55%
- The longest clock path from root to sink contains 3 buffers.
- The number of cells reported by Yosys stat comes to approximately 4600.
* X dimension of the die: about 380 um
* Endpoint class of the critical path: primary output
- Global routing consumed, over all layers together, slightly below 30% of the routing resources.
- Worst vdd rail ir drop: between 100 and 150 uV
* Routed wire length per instance: between 20 and 30 um
* Number of flip-flops under the largest register name: 1024
- Cell family with most CP delay: buffers and inverters
* Outcome: finished, final reports clean
* Height of the die: 376 um
* Number of failing hold endpoints at the final stage: 0
* Worst Tran Pin Value: 0.928 ns
- In the synthesized netlist, mux cells make up between 15 and 20% of the area.
- Tot Pwr: between 9 and 10 mW
- Final setup viols: 0
- Worst hold path type: in2reg
* Vias: 37900
* Cell with the largest stage delay on the worst path: sky130_fd_sc_hd__nor2b_4
- Via count of the first global-routing pass: 38800
- For this block, the initial DRC count from the detailed router was 2497.
- The first detailed-routing pass ran for 5 iterations.
- Vias per inst: between 5 and 6
* Global-route wire length before repair: 276000 um
==> cells in the final DEF (no fill, tap or decap) <==
master                            instances
sky130_fd_sc_hd__or3b_4                   1
sky130_fd_sc_hd__nor3_1                  64
sky130_fd_sc_hd__edfxtp_1              1024
sky130_fd_sc_hd__a31oi_1                 64
sky130_fd_sc_hd__nand2b_1                 1
sky130_fd_sc_hd__and2_4                   2
sky130_fd_sc_hd__inv_6                    2
sky130_fd_sc_hd__buf_8                    2
sky130_fd_sc_hd__nand3_1                194
sky130_fd_sc_hd__a22oi_1                192
sky130_fd_sc_hd__nor2_1                   3
sky130_fd_sc_hd__mux2i_1               1024
sky130_fd_sc_hd__a22o_1                 128
sky130_fd_sc_hd__nor2_2                   9
sky130_fd_sc_hd__a21oi_1                192
sky130_fd_sc_hd__clkinv_2                24
sky130_fd_sc_hd__clkinv_1                28
sky130_fd_sc_hd__nand3b_1                 4
sky130_fd_sc_hd__clkbuf_1                25
sky130_fd_sc_hd__diode_2                  1
sky130_fd_sc_hd__nand2b_2                 4
sky130_fd_sc_hd__clkinv_4                 1
sky130_fd_sc_hd__nand2_1                194
sky130_fd_sc_hd__nand2_2                  2
sky130_fd_sc_hd__nor2_4                  24
sky130_fd_sc_hd__and2_1                1006
sky130_fd_sc_hd__or2_2                   34
sky130_fd_sc_hd__buf_12                  14
sky130_fd_sc_hd__clkinv_8                 1
sky130_fd_sc_hd__clkbuf_16              114
sky130_fd_sc_hd__or3b_1                   1
sky130_fd_sc_hd__clkdlybuf4s50_1        111
sky130_fd_sc_hd__nor2b_1                  1
sky130_fd_sc_hd__nor2b_4                  4
sky130_fd_sc_hd__bufinv_16                7
sky130_fd_sc_hd__buf_4                  133
sky130_fd_sc_hd__or3_1                   20
==> synthesized netlist by cell type, drive strengths merged <==
cell | number | share of area, %
or3b | 2 | 0.036
nor2 | 36 | 0.30
and2 | 1008 | 11
or2 | 34 | 0.38
a21oi | 192 | 1.7
nand3b | 4 | 0.054
mux2i | 1024 | 18
nand2b | 5 | 0.056
nor3 | 64 | 0.57
clkbuf | 292 | 2.0
a31oi | 64 | 0.72
edfxtp | 1024 | 55
a22oi | 192 | 2.6
buf | 158 | 1.6
a22o | 128 | 2.0
nand2 | 196 | 1.3
nand3 | 194 | 1.7
or3 | 20 | 0.22
nor2b | 5 | 0.056
==> cells by family after synthesis <==
group / Yosys count
AOI/OAI and AO/OA: 576
buffers and inverters: 450
DFF: 1024
muxes: 1024
and+or+nand+nor: 1568
==> layer usage <==
layer | up-vias | GRT usage (%)
met4 | 0 | 10.4
met2 | 2165 | 43.1
met3 | 461 | 17.1
met5 | - | 0
met1 | 18400 | 37.2
li1 | 16900 | -
==> cell type report <==
class | count | area [um^2]
Fill cell | 12200 | 75700
Sequential cell | 1024 | 30700
Clock inverter | 63 | 478
Tap cell | 1863 | 2330
Antenna cell | 1 | 2.50
Multi-Input combinational cell | 3168 | 23300
Timing Repair Buffer | 260 | 2420
Clock buffer | 139 | 2950
==> worst min-delay path by stage <==
stage	to	slack (ns)	depth (start not counted)	start
6_report	registros[30][7]$_SDFFCE_PN0P_	2.33	3	WD3[7]
4_1_cts	registros[30][7]$_SDFFCE_PN0P_	2.29	3	WD3[7]
5_1_grt	registros[11][7]$_SDFFCE_PN0P_	2.32	3	WD3[7]
==> power breakdown <==
part           switching [mW]  internal, mW
Sequential              0.106          4.76
Clock                    1.64          2.16
Combinational           0.793         0.432
Total                    2.54          7.36
==> per-stage QoR <==
stage                     utilization (%)  setup slack, ns  hold WS, ns  std cells
final                                45.1             2.58         2.33       6518
after CTS                            45.1             2.58         2.29       6517
after global routing                 45.1             2.49         2.32       6517
after detailed placement             42.6             2.58         3.07       6315
after floorplan                         -             5.08         2.26       4642
after global placement               42.6             2.53         3.06       6315
No activity file was given, so power comes from the tool's default toggle rates.
